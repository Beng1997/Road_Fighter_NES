`./design.v`:
```
 module headerBitMap (
					input	logic	clk, 
					input	logic	resetN, 
					input logic	[10:0] offsetX, 
					input logic	[10:0] offsetY, 
					input	logic	InsideRectangle,  
					output	logic	drawingRequest,  
					output	logic	[7:0] RGBout,   
					output	logic	[3:0] HitEdgeCode  
 ) ; 
localparam logic [7:0] COLOR_ENCODING = 8'hFF ; 
localparam logic [7:0] TRANSPARENT_ENCODING = 8'h00 ; 
logic[0:63][0:255] object_colors = {
	256'b0000000000000000000000000000000000000000000000000000000000000000000000000000000000000000000000000000000000000000000000000000000000000000000000000000000000000000000000000000000000000000000000000000000000000000000000000000000000000000000000000000000000000000,
	256'b0000000000000000000000000000000000000000000000000000000000000000000000000000000000000000000000000000000000000000000000000000000000000000000000000000000000000000000000000000000000000000000000000000000000000000000000000000000000000000000000000000000000000000,
	256'b0000000000000000000000000000000000000000000000000000000000000000000000000000000000000000000000000000000000000000000000000000000000000000000000000000000000000000000000000000000000000000000000000000000000000000000000000000000000000000000000000000000000000000,
	256'b0000000000000000000000000000000000000000000000000000000000000000000000000000000000000000000000000000000000000000000000000000000000000000000000000000000000000000000000000000000000000000000000000000000000000000000000000000000000000000000000000000000000000000,
	256'b0000000000000000000000000000000000000000000000000000000000000000000000000000000000000000000000000000000000000000000000000000000000000000000000000000000000000000000000000000000000000000000000000000000000000000000000000000000000000000000000000000000000000000,
	256'b0000000000000000000000000000000000000000000000000000000000000000000000000000000000000000000000000000000000000000000000000000000000000000000000000000000000000000000000000000000000000000000000000000000000000000000000000000000000000000000000000000000000000000,
	256'b0111100000000000000000000011111111110000000111111111111111100000000000000000000011110000000000000000011111111111111111110000111111111000000111111111111111111100111100000000000001111001111111111111111111110011111111111111111111100111111111111111111100000000,
	256'b0111100000000000000000000011111111110000000111111111111111100000000000000000000011110000000000000000011111111111111111110000111111111000000111111111111111111100111100000000000001111001111111111111111111110011111111111111111111100111111111111111111100000000,
	256'b0111100000000000000000000011111111110000000111111111111111100000000000000000000011110000000000000000011111111111111111110000111111111000000111111111111111111100111100000000000001111001111111111111111111110011111111111111111111100111111111111111111100000000,
	256'b0111100000000000000000000011111111110000000111111111111111100000000000000000000011110000000000000000011111111111111111110000111111111000000111111111111111111100111100000000000001111001111111111111111111110011111111111111111111100111111111111111111100000000,
	256'b0111100000000000000000000011111111110000000111111111111111100000000000000000000011110000000000000000011111111111111111110000111111111000000111111111111111111100111100000000000001111001111111111111111111110011111111111111111111100111111111111111111100000000,
	256'b0111100000000000000000000011111111110000000111111111111111100000000000000000000011110000000000000000011111111111111111110000111111111000000111111111111111111100111100000000000001111001111111111111111111110011111111111111111111100111111111111111111100000000,
	256'b0111100000000000000000000011111111110000000111111111111111100000000000000000000011110000000000000000011111111111111111110000111111111000000111111111111111111100111100000000000001111001111111111111111111110011111111111111111111100111111111111111111100000000,
	256'b0111100000000000000000000011111111110000000111111111111111100000000000000000000011110000000000000000011111111111111111110000111111111000000111111111111111111100111100000000000001111001111111111111111111110011111111111111111111100111111111111111111100000000,
	256'b0111100000000000000000000011111111110000000111111111111111100000000000000000000011110000000000000000011111111111111111110000111111111000000111111111111111111100111100000000000001111001111111111111111111110011111111111111111111100111111111111111111100000000,
	256'b0111100000000000000000111100000000001111000111100000000000011111000000000000111111110000000000000000011111000000000000000000000111100001111000000000000000000000111100000000000001111000000000001111000000000011110000000000000000000111100000000000000011110000,
	256'b0111100000000000000000111100000000001111000111100000000000011111000000000000111111110000000000000000011111000000000000000000000111100001111000000000000000000000111100000000000001111000000000011111000000000011110000000000000000000111100000000000000011110000,
	256'b0111100000000000000000111100000000001111000111100000000000011111000000000000111111110000000000000000011111000000000000000000000111100001111000000000000000000000111100000000000001111000000000011111000000000011110000000000000000000111100000000000000011110000,
	256'b0111100000000000000000111100000000001111000111100000000000011111000000000000111111110000000000000000011111000000000000000000000111100001111000000000000000000000111100000000000001111000000000011111000000000011110000000000000000000111100000000000000011110000,
	256'b0111100000000000000000111100000000001111000111100000000000011111000000000000111111110000000000000000011111000000000000000000000111100001111000000000000000000000111100000000000001111000000000001111000000000011110000000000000000000111100000000000000011110000,
	256'b0111100000000000000000111100000000001111000111100000000000011111000000000000111111110000000000000000011111000000000000000000000111100001111000000000000000000000111100000000000001111000000000001111000000000011110000000000000000000111100000000000000011110000,
	256'b0111100000000000000000111100000000001111000111100000000000011111000000000000111111110000000000000000011111000000000000000000000111100001111000000000000000000000111100000000000001111000000000001111000000000011110000000000000000000111100000000000000011110000,
	256'b0111100000000000000000111100000000001111000111100000000000011111000000000000111111110000000000000000011111000000000000000000000111100001111000000000000000000000111100000000000001111000000000001111000000000011110000000000000000000111100000000000000011110000,
	256'b0111100000000000000000111100000000001111000111100000000000011111000000000000111111110000000000000000011111000000000000000000000111100001111000000000000000000000111100000000000001111000000000001111000000000011110000000000000000000111100000000000000011110000,
	256'b0111100000000000000000111111111111111111000111100000000000011111000000000000000011110000000000000000011111111111110000000000000111100001111000000000001111111100111100000000000001111000000000001111000000000011111111111000000000000111111111111111111100000000,
	256'b0111100000000000000000111111111111111111000111100000000000011111000000000000000011110000000000000000011111111111110000000000000111100001111000000000001111111100111100000000000001111000000000001111000000000011111111111000000000000111111111111111111100000000,
	256'b0111100000000000000000111111111111111111000111100000000000011111000000000000000011110000000000000000011111111111110000000000000111100001111000000000001111111100111100000000000001111000000000001111000000000011111111111000000000000111111111111111111100000000,
	256'b0111100000000000000000111111111111111111000111100000000000011111000000000000000011110000000000000000011111111111110000000000000111100001111000000000001111111100111100000000000001111000000000001111000000000011111111111000000000000111111111111111111100000000,
	256'b0111100000000000000000111111111111111111000111111111111111100000000000000000000011110000000000000000011111111111110000000000000111100001111000000000001111111100111111111111111111111000000000001111000000000011111111111000000000000111111111111111111100000000,
	256'b0111100000000000000000111111111111111111000111111111111111100000000000000000000011110000000000000000011111111111110000000000000111100001111000000000001111111100111111111111111111111000000000001111000000000011111111111000000000000111111111111111111100000000,
	256'b0111100000000000000000111111111111111111000111111111111111100000000000000000000011110000000000000000011111111111110000000000000111100001111000000000001111111100111111111111111111111000000000001111000000000011111111111000000000000111111111111111111100000000,
	256'b0111100000000000000000111111111111111111000111111111111111100000000000000000000011110000000000000000011111111111110000000000000111100001111000000000001111111100111111111111111111111000000000001111000000000011111111111000000000000111111111111111111100000000,
	256'b0111100000000000000000111111111111111111000111111111111111100000000000000000000011110000000000000000011111111111110000000000000111100001111000000000001111111100111111111111111111111000000000001111000000000011111111111000000000000111111111111111111100000000,
	256'b0111100000000000000000111100000000001111000111111111111111100000000000000000000011110000000000000000011111000000000000000000000111100001111000000000000000111100111111111111111111111000000000001111000000000011110000000000000000000111100000000011110000000000,
	256'b0111100000000000000000111100000000001111000111111111111111100000000000000000000011110000000000000000011111000000000000000000000111100001111000000000000000111100111111111111111111111000000000001111000000000011110000000000000000000111100000000011110000000000,
	256'b0111100000000000000000111100000000001111000111111111111111100000000000000000000011110000000000000000011111000000000000000000000111100001111000000000000000111100111111111111111111111000000000001111000000000011110000000000000000000111100000000011110000000000,
	256'b0111100000000000000000111100000000001111000111111111111111100000000000000000000011110000000000000000011111000000000000000000000111100001111000000000000000111100111111111111111111111000000000001111000000000011110000000000000000000111100000000011110000000000,
	256'b0111100000000000000000111100000000001111000111100000000000011111000000000000000011110000000000000000011111000000000000000000000111100001111000000000000000111100111100000000000001111000000000001111000000000011110000000000000000000111100000000011110000000000,
	256'b0111100000000000000000111100000000001111000111100000000000011111000000000000000011110000000000000000011111000000000000000000000111100001111000000000000000111100111100000000000001111000000000001111000000000011110000000000000000000111100000000011110000000000,
	256'b0111100000000000000000111100000000001111000111100000000000011111000000000000000011110000000000000000011111000000000000000000000111100001111000000000000000111100111100000000000001111000000000001111000000000011110000000000000000000111100000000011110000000000,
	256'b0111100000000000000000111100000000001111000111100000000000011111000000000000000011110000000000000000011111000000000000000000000111100001111000000000000000111100111100000000000001111000000000001111000000000011110000000000000000000111100000000011110000000000,
	256'b0111100000000000000000111100000000001111000111100000000000011111000000000000000011110000000000000000011111000000000000000000000111100001111000000000000000111100111100000000000001111000000000001111000000000011110000000000000000000111100000000010000001000000,
	256'b0111100000000000000000111100000000001111000111100000000000011111000000000000000011110000000000000000011111000000000000000000000111100001111000000000000000111100111100000000000001111000000000001111000000000011110000000000000000000111100000000000001111000000,
	256'b0111100000000000000000111100000000001111000111100000000000011111000000000000000011110000000000000000011111000000000000000000000111100001111000000000000000111100111100000000000001111000000000001111000000000011110000000000000000000111100000000000001111000000,
	256'b0111100000000000000000111100000000001111000111100000000000011111000000000000000011110000000000000000011111000000000000000000000111100001111000000000000000111100111100000000000001111000000000001111000000000011110000000000000000000111100000000000001111000000,
	256'b0111100000000000000000111100000000001111000111100000000000011111000000000000000011110000000000000000011111000000000000000000000111100001111000000000000000111100111100000000000001111000000000001111000000000011110000000000000000000111100000000000001111000000,
	256'b0111100000000000000000111100000000001111000111100000000000011111000000000000000011110000000000000000011111000000000000000000000111100001111000000000000000111100111100000000000001111000000000001111000000000011110000000000000000000111100000000000001111000000,
	256'b0111100000000000000000111100000000001111000111100000000000011111000000000000000011110000000000000000011111000000000000000000000111100001111000000000000000111100111100000000000001111000000000001111000000000011110000000000000000000111100000000000001111000000,
	256'b0111100000000000000000111100000000001111000111100000000000011111000000000000000011110000000000000000011111000000000000000000000111100001111000000000000000111100111100000000000001111000000000001111000000000011110000000000000000000111100000000000001111000000,
	256'b0111100000000000000000111100000000001111000111100000000000011111000000000000000011111000000000000000011111000000000000000000000111100001111000000000000000111100111100000000000001111000000000001111000000000011110000000000000000000111100000000000001111000000,
	256'b0111111111111111111000111100000000001111000111111111111111100000000000000000111111111111100000000000011111000000000000000000011111111000000111111111111111000000111100000000000001111000000000001111000000000011111111111111111111100111100000000000000000111100,
	256'b0111111111111111111000111100000000001111000111111111111111100000000000000000111111111111100000000000011111000000000000000000111111111000000111111111111111000000111100000000000001111000000000001111000000000011111111111111111111100111100000000000000000111100,
	256'b0111111111111111111000111100000000001111000111111111111111100000000000000000111111111111100000000000011111000000000000000000111111111000000111111111111111000000111100000000000001111000000000001111000000000011111111111111111111100111100000000000000000111100,
	256'b0111111111111111111000111100000000001111000111111111111111100000000000000000111111111111100000000000011111000000000000000000111111111000000111111111111111000000111100000000000001111000000000001111000000000011111111111111111111100111100000000000000000111100,
	256'b0111111111111111111000111100000000001111000111111111111111100000000000000000111111111111100000000000011111000000000000000000111111111000000111111111111111000000111100000000000001111000000000001111000000000011111111111111111111100111100000000000000000111100,
	256'b0111111111111111111000111100000000001111000111111111111111100000000000000000111111111111100000000000011111000000000000000000111111111000000111111111111111000000111100000000000001111000000000001111000000000011111111111111111111100111100000000000000000111100,
	256'b0111111111111111111000111100000000001111000111111111111111100000000000000000111111111111100000000000011111000000000000000000111111111000000111111111111111000000111100000000000001111000000000001111000000000011111111111111111111100111100000000000000000111100,
	256'b0111111111111111111000111100000000001111000111111111111111100000000000000000111111111111100000000000011111000000000000000000111111111000000111111111111111000000111100000000000001111000000000001111000000000011111111111111111111100111100000000000000000111100,
	256'b0111111111111111111000111100000000001111000111111111111111100000000000000000111111111111100000000000011111000000000000000000111111111000000111111111111111000000111100000000000001111000000000001111000000000011111111111111111111100111100000000000000000111100,
	256'b0000000000000000000000000000000000000000000000000000000000000000000000000000000000000000000000000000000000000000000000000000000000000000000000000000000000000000000000000000000000000000000000000000000000000000000000000000000000000000000000000000000000000000,
	256'b0000000000000000000000000000000000000000000000000000000000000000000000000000000000000000000000000000000000000000000000000000000000000000000000000000000000000000000000000000000000000000000000000000000000000000000000000000000000000000000000000000000000000000,
	256'b0000000000000000000000000000000000000000000000000000000000000000000000000000000000000000000000000000000000000000000000000000000000000000000000000000000000000000000000000000000000000000000000000000000000000000000000000000000000000000000000000000000000000000,
	256'b0000000000000000000000000000000000000000000000000000000000000000000000000000000000000000000000000000000000000000000000000000000000000000000000000000000000000000000000000000000000000000000000000000000000000000000000000000000000000000000000000000000000000000,
	256'b0000000000000000000000000000000000000000000000000000000000000000000000000000000000000000000000000000000000000000000000000000000000000000000000000000000000000000000000000000000000000000000000000000000000000000000000000000000000000000000000000000000000000000};
 logic [0:3] [0:3] [3:0] hit_colors = 
		   {16'hC446,     
			16'h8C62,    
			16'h8932, 
			16'h9113}; 
always_ff@(posedge clk or negedge resetN) 
begin 
	if(!resetN) begin 
		RGBout <=	8'h00; 
		HitEdgeCode <= 4'h0; 
	end 
	else begin 
		RGBout <= TRANSPARENT_ENCODING ;  
		HitEdgeCode <= 4'h0; 
		if (InsideRectangle == 1'b1 ) 
		begin  
			HitEdgeCode <= hit_colors[offsetY >> 4][offsetX >> 6 ];  
			RGBout <= (object_colors[offsetY][offsetX] ==  1 ) ? COLOR_ENCODING  : TRANSPARENT_ENCODING; 
		end  	 
	end 
end 
assign drawingRequest = (RGBout != TRANSPARENT_ENCODING ) ? 1'b1 : 1'b0 ;  
endmodule 
```
`./run.sh`:
```
#!/bin/bash
# OpenROAD 26Q1-2900-gdf79404cd8, Yosys 0.63+post, stock flow scripts
make -C /OpenROAD-flow-scripts/flow DESIGN_CONFIG=/design/flow/config.mk WORK_HOME=/design/flow/orfs finish
```
`./config.mk`:
```
export PLATFORM = sky130hd
export DESIGN_NAME = headerBitMap
export DESIGN_NICKNAME = headerBitMap
export VERILOG_FILES = /design/flow/design.v
export SDC_FILE = /design/flow/constraint.sdc
export NUM_CORES = 4
export LEC_CHECK = 1
export CORE_UTILIZATION = 40
```
`./constraint.sdc`:
```
current_design headerBitMap

set clk_period 1.0
set clk_io_pct 0.2

create_clock -name clk0 -period $clk_period [get_ports {clk}]

set non_clock_inputs [all_inputs -no_clocks]
set_input_delay [expr $clk_period * $clk_io_pct] -clock clk0 $non_clock_inputs
set_output_delay [expr $clk_period * $clk_io_pct] -clock clk0 [all_outputs]
```
==> Implementation_results.wiki <==
== Implementation results ==
{| class="wikitable"
! Metric !! Value
|-
| Startpoint type of the worst setup path || input port
|-
| Portion of the clock cycle consumed by the worst path in the final layout || 245%
|-
| Layout Area Growth over Synthesis || 75.3%
|-
| Combined area of all synthesized cells || 2420 um2
|-
| Slew at the pin closest to its max-slew limit || 0.504 ns
|-
| Synth flops || 5
|-
| Leakage Power || 1.76 nW
|-
| Count of input and output buffers || 34
|-
| Mean area per synthesized cell || 6.77 um2
|-
| Critical Setup Path Class || input port to flip-flop
|-
| M3 GR Usage || 7.77%
|-
| Vias in the first global route || 3135
|-
| Number of antenna violations at the first check in global routing || 0
|-
| Placer Congestion || 1.02
|-
| Post-route core utilization || 74.8%
|-
| Clock root buffer || sky130_fd_sc_hd__clkbuf_8
|-
| Maximum clock frequency || 408 MHz
|-
| Clk slew on worst S/H paths || 0.03 ns
|-
| Std-Cell Rows || 27
|-
| Vertical die dimension || 79.8 um
|-
| Worst hold-check slack || 0.198 ns
|-
| GRT Residual Overflow || 0
|-
| Max-cap violation count || 0
|-
| Pin count of the biggest net entering global routing || 22
|-
| Core area || 5680 um2
|-
| Slew headroom || 66.0%
|-
| Maximum fanout along the worst path || 9
|-
| Clock tree from TritonCTS || yes
|-
| WP data required || 1.09 ns
|-
| Overall routing resource usage || 31.3%
|-
| Worst endpoint data arrival time || 2.53 ns
|-
| Iteration-0 DRC count of the detailed router || 175
|-
| Count of antenna-violating nets left after detailed routing || 0
|-
| Yosys chip area || 2420 um2
|-
| Yosys synthesis warning count || 1
|-
| IO Pins || 38
|-
| Final setup violation count || 14
|-
| Yosys cell count || 358
|-
| Num Clock Sinks || 5
|-
| Global Route met2 Usage || 47.4%
|-
| Power density normalized to cell area || 790 nW/um2
|-
| Hold Vio Cnt, Final || 0
|-
| Pins over their slew limit || 0
|-
| Top flip-flop cell by instance count after synthesis || sky130_fd_sc_hd__dfrtp_1
|-
| Share of async-settable or async-resettable flops after synthesis || 100%
|-
| Detailed-placement wirelength estimate || 7.30 mm
|-
| Detail-routed via count per cell || 5.81
|-
| Number of distinct library cell variants in the gate-level netlist after synthesis || 82
|-
| Tool warnings || 31
|-
| Worst path setup slack after routing || -1.45 ns
|-
| Post-synth EDFFs || 0
|-
| TritonCTS buffer count || 3
|-
| Result of the run || complete, but fails checks
|-
| Detailed-route wire length per cell || 16.9 um
|-
| Post-synth seq share || 5.17%
|-
| Endpoint type of the worst setup path || flip-flop
|-
| Number of H-tree levels || 1
|-
| Routed vias || 3289
|-
| Die X || 79.8 um
|-
| Buffer depth of the longest clock path || 2
|-
| Drt drc || 0
|-
| Time the final worst path needs with I/O delays and setup || 2.45 ns
|-
| First-pass GRT wire length || 15.3 mm
|-
| Most crowded layer after global routing || met2
|-
| Peak VDD IR || 0.000769 V
|-
| M1 GR Usage || 45.9%
|-
| Pre-antenna DRT Iters || 5
|-
| Instance tally after logic synthesis || 358
|-
| Diodes inserted || 0
|-
| Fp util || 42.7%
|-
| Proportion of layout cells with a drive suffix above 1 || 45.1%
|-
| Violations in the final reports || setup timing
|-
| Total wire length after detailed routing || 9.58 mm
|-
| Setup repair after global routing missed its margin || true
|-
| Worst hold path type || input port to async pin
|-
| Overall chip area || 6370 um2
|}
-- report_power, final --
part / internal (mW) / switching, mW / leakage (nW)
clock network: 0.273 / 0.0906 / 0.0228
logic: 1.43 / 1.33 / 1.67
registers: 0.220 / 0.0147 / 0.0688
total: 1.92 / 1.44 / 1.76
-- critical path, stage by stage --
cell                              delay, ns
sky130_fd_sc_hd__clkdlybuf4s50_1       0.54
sky130_fd_sc_hd__buf_4                 0.21
sky130_fd_sc_hd__buf_4                 0.17
sky130_fd_sc_hd__nand2_2               0.08
sky130_fd_sc_hd__o21ai_0               0.42
sky130_fd_sc_hd__a31o_2                0.22
sky130_fd_sc_hd__a21oi_1               0.03
sky130_fd_sc_hd__a311oi_1              0.32
sky130_fd_sc_hd__o2111a_1              0.28
sky130_fd_sc_hd__a211oi_2              0.05
-- logic make-up after synthesis --
| family | Yosys count | share of synthesized area [%] |
|---|---|---|
| AOI/OAI and AO/OA | 136 | 39.5 |
| xor gates and xnor gates | 19 | 8.26 |
| adders and majority gates | 13 | 7.33 |
| buffers and inverters | 60 | 13.5 |
| DFF | 5 | 5.17 |
| muxes | 1 | 0.413 |
| and+or+nand+nor | 124 | 25.8 |
-- through the flow --
stage	cell area [um2]	setup TNS (ns)	total power, mW	worst slack [ns]	cells
6_report	4250	-8.16	3.36	-1.45	566
5_1_grt	4250	-9.18	3.58	-1.54	566
4_1_cts	4140	-9.38	3.19	-1.48	567
3_5_place_dp	3810	-9.41	2.53	-2.09	554
3_3_place_gp	3810	-8.95	2.52	-2.06	554
2_1_floorplan	2620	-3.34	1.59	-1.37	358
-- synth_stat cells (4+ instances only) --
cell type | count | share of area, %
sky130_fd_sc_hd__buf_6 | 5 | 2.3
sky130_fd_sc_hd__a31oi_1 | 5 | 1.3
sky130_fd_sc_hd__nor3_1 | 7 | 1.4
sky130_fd_sc_hd__a221oi_1 | 6 | 2.2
sky130_fd_sc_hd__nand3_1 | 19 | 3.9
sky130_fd_sc_hd__ha_1 | 11 | 5.7
sky130_fd_sc_hd__buf_4 | 11 | 3.4
sky130_fd_sc_hd__nand2_1 | 32 | 5.0
sky130_fd_sc_hd__o21ai_1 | 5 | 1.0
sky130_fd_sc_hd__xor2_1 | 4 | 1.4
sky130_fd_sc_hd__nor2_1 | 29 | 4.5
sky130_fd_sc_hd__o21ai_0 | 26 | 5.4
sky130_fd_sc_hd__inv_1 | 17 | 2.6
sky130_fd_sc_hd__a21oi_1 | 31 | 6.4
sky130_fd_sc_hd__clkbuf_1 | 4 | 0.62
sky130_fd_sc_hd__nor2b_1 | 4 | 1.0
sky130_fd_sc_hd__xnor2_1 | 12 | 4.3
sky130_fd_sc_hd__buf_1 | 4 | 0.62
sky130_fd_sc_hd__o221ai_1 | 4 | 1.4
sky130_fd_sc_hd__dfrtp_1 | 5 | 5.2
sky130_fd_sc_hd__buf_2 | 19 | 3.9
sky130_fd_sc_hd__nand4_1 | 4 | 1.0
sky130_fd_sc_hd__a311oi_1 | 7 | 2.5
-- final timing paths --
path                                            end  slack, ns        from
setup / recovery                RGBout[6]$_DFF_PN0_      -1.45  offsetX[0]
hold / removal             HitEdgeCode[0]$_DFF_PN0_       0.20      resetN
max in group asynchronous       RGBout[6]$_DFF_PN0_       0.62      resetN
min in group clk0          HitEdgeCode[0]$_DFF_PN0_       0.47  offsetX[8]
-- layer usage --
metal  vias up  share of wire (%)  routed length (um)
met5         -                  0                   0
met4         0                1.6                 154
met3        16                9.0                 865
met2       133                 43                4120
met1      1530                 46                4440
li1       1610                  -                   -
-- cells in the final DEF (no fill, tap or decap), types with 4 or more instances in the layout --
cell type                           n
sky130_fd_sc_hd__buf_4            128
sky130_fd_sc_hd__nand2_1           31
sky130_fd_sc_hd__nor2_1            27
sky130_fd_sc_hd__a21oi_1           27
sky130_fd_sc_hd__clkdlybuf4s50_1   21
sky130_fd_sc_hd__o21ai_0           20
sky130_fd_sc_hd__nand3_1           18
sky130_fd_sc_hd__inv_1             13
sky130_fd_sc_hd__buf_6             11
sky130_fd_sc_hd__o21ai_1            8
sky130_fd_sc_hd__ha_4               8
sky130_fd_sc_hd__xnor2_1            7
sky130_fd_sc_hd__dfrtp_1            5
sky130_fd_sc_hd__nor3_1             5
sky130_fd_sc_hd__a31oi_1            5
sky130_fd_sc_hd__dlygate4sd2_1      5
sky130_fd_sc_hd__xnor2_2            4
sky130_fd_sc_hd__a21oi_4            4
sky130_fd_sc_hd__nor2b_1            4
sky130_fd_sc_hd__a221oi_2           4
sky130_fd_sc_hd__o221ai_1           4
sky130_fd_sc_hd__nand4_1            4
sky130_fd_sc_hd__a311oi_1           4
sky130_fd_sc_hd__clkdlybuf4s15_1    4
-- sequential cells by signal, summed over array words and instances (netlist names) --
signal,flops
HitEdgeCode,4
RGBout,1
-- timing repair --
item / CTS / global route
hold buffers: 0 / 0
buffers inserted: 8 / 2
gates cloned: 1 / 0
endpoints found under the setup margin: 18 / 16
endpoints found under the hold margin: 0 / 0
gates resized: 66 / 30
pin swaps: 28 / 25
-- cell type report --
cell class | instances | area, um2
repair buffers | 175 | 1470
well taps | 72 | 90.1
inverters | 17 | 78.8
fillers | 411 | 1430
multi-input cells | 293 | 2440
flip-flops and latches | 5 | 125
clock buffers | 4 | 45.0
Power figures rest on the tool's default switching activity, not on a simulated workload.
